File: run.sh
#!/bin/bash
# OpenROAD 26Q1-2900-gdf79404cd8, Yosys 0.63+post, stock flow scripts
make -C /OpenROAD-flow-scripts/flow DESIGN_CONFIG=/design/flow/config.mk WORK_HOME=/design/flow/orfs finish
File: config.mk
export PLATFORM = sky130hd
export DESIGN_NAME = cmu
export DESIGN_NICKNAME = cmu
export VERILOG_FILES = /design/flow/design.v
export SDC_FILE = /design/flow/constraint.sdc
export NUM_CORES = 4
export LEC_CHECK = 1
export CORE_UTILIZATION = 40
export SYNTH_MEMORY_MAX_BITS = 65536
File: constraint.sdc
current_design cmu

set clk_period 23.7
set clk_io_pct 0.2

create_clock -name clk0 -period $clk_period [get_ports {clk}]

set non_clock_inputs [all_inputs -no_clocks]
set_input_delay [expr $clk_period * $clk_io_pct] -clock clk0 $non_clock_inputs
set_output_delay [expr $clk_period * $clk_io_pct] -clock clk0 [all_outputs]
File: design.v
module cache (
	input wire clk,   
	input wire rst,   
	input wire [ADDR_BITS-1:0] addr,   
    input wire load,     
	input wire store,   
	input wire edit,   
	input wire invalid,   
    input wire [2:0] u_b_h_w,  
	input wire [31:0] din,   
	output reg hit = 0,   
	output reg [31:0] dout = 0,   
	output reg valid = 0,   
	output reg dirty = 0,   
	output reg [TAG_BITS-1:0] tag = 0   
	);
    localparam 
    ADDR_BITS = 32,
    WORD_BYTES = 4,
    WORD_BYTES_WIDTH = 2,    
    WORD_BITS = (WORD_BYTES * 8),
    ELEMENT_WORDS = 4,
    ELEMENT_WORDS_WIDTH = 2,    
    BLOCK_WIDTH = (ELEMENT_WORDS_WIDTH + WORD_BYTES_WIDTH),    
    ELEMENT_NUM = 64,
    WAYS = 2,
    ELEMENT_INDEX_WIDTH = 6,    
    SET_INDEX_WIDTH = 5,    
    TAG_BITS = (ADDR_BITS - SET_INDEX_WIDTH - BLOCK_WIDTH);   
    wire [31:0] word1, word2;
    wire [15:0] half_word1, half_word2;
    wire [7:0]  byte1, byte2;
    wire recent1, recent2, valid1, valid2, dirty1, dirty2;
    wire [TAG_BITS-1:0] tag1, tag2;
    wire hit1, hit2;
    reg [ELEMENT_NUM-1:0] inner_recent = 0;  
    reg [ELEMENT_NUM-1:0] inner_valid = 0;
    reg [ELEMENT_NUM-1:0] inner_dirty = 0;
    reg [TAG_BITS-1:0] inner_tag [0:ELEMENT_NUM-1];
    reg [31:0] inner_data [0:ELEMENT_NUM*ELEMENT_WORDS-1];
    integer i;
    initial begin
        for (i = 0; i < ELEMENT_NUM; i = i + 1)
            inner_tag[i] = 23'b0;
        for (i = 0; i < ELEMENT_NUM*ELEMENT_WORDS; i = i + 1)
            inner_data[i] = 32'b0;
    end
    wire [TAG_BITS-1:0] addr_tag;
    wire [SET_INDEX_WIDTH-1:0] addr_index;      
    wire [ELEMENT_INDEX_WIDTH-1:0] addr_element1; 
    wire [ELEMENT_INDEX_WIDTH-1:0] addr_element2;      
    wire [ELEMENT_INDEX_WIDTH+ELEMENT_WORDS_WIDTH-1:0] addr_word1;
    wire [ELEMENT_INDEX_WIDTH+ELEMENT_WORDS_WIDTH-1:0] addr_word2;  
    assign addr_tag = addr[31:9];              
    assign addr_index = addr[8:4] ;            
    assign addr_element1 = {addr_index, 1'b0};
    assign addr_element2 = {addr_index, 1'b1};       
    assign addr_word1 = {addr_element1, addr[ELEMENT_WORDS_WIDTH+WORD_BYTES_WIDTH-1:WORD_BYTES_WIDTH]};
    assign addr_word2 = {addr_element2, addr[ELEMENT_WORDS_WIDTH+WORD_BYTES_WIDTH-1:WORD_BYTES_WIDTH]};            
    assign word1 = inner_data[addr_word1];
    assign word2 = inner_data[addr_word2];                 
    assign half_word1 = addr[1] ? word1[31:16] : word1[15:0];
    assign half_word2 = addr[1] ? word2[31:16] : word2[15:0];            
    assign byte1 = addr[1] ?
                    addr[0] ? word1[31:24] : word1[23:16] :
                    addr[0] ? word1[15:8] :  word1[7:0]   ;
    assign byte2 = addr[1] ?
                    addr[0] ? word2[31:24] : word2[23:16] :
                    addr[0] ? word2[15:8] :  word2[7:0]   ;                 
    assign recent1 = inner_recent[addr_element1];
    assign recent2 = inner_recent[addr_element2];               
    assign valid1 = inner_valid[addr_element1];
    assign valid2 = inner_valid[addr_element2];                
    assign dirty1 = inner_dirty[addr_element1];
    assign dirty2 = inner_dirty[addr_element2];                
    assign tag1 = inner_tag[addr_element1];
    assign tag2 = inner_tag[addr_element2];                  
    assign hit1 = valid1 & (tag1 == addr_tag);
    assign hit2 = valid2 & (tag2 == addr_tag);                  
    always @ (posedge clk) begin
        valid <= recent1 ? valid2 : valid1;                   
        dirty <= recent1 ? dirty2 : dirty1;                   
        tag <= recent1 ? tag2 : tag1;                     
        hit <= hit1 | hit2;                     
        if (load) begin
            if (hit1) begin
                dout <=
                    u_b_h_w[1] ? word1 :
                    u_b_h_w[0] ? {u_b_h_w[2] ? 16'b0 : {16{half_word1[15]}}, half_word1} :
                    {u_b_h_w[2] ? 24'b0 : {24{byte1[7]}}, byte1};
                inner_recent[addr_element1] <= 1'b1;
                inner_recent[addr_element2] <= 1'b0;
            end
            else if (hit2) begin
                dout <=
                    u_b_h_w[1] ? word2 :
                    u_b_h_w[0] ? {u_b_h_w[2] ? 16'b0 : {16{half_word2[15]}}, half_word2} :
                    {u_b_h_w[2] ? 24'b0 : {24{byte2[7]}}, byte2};
                inner_recent[addr_element1] <= 1'b0;
                inner_recent[addr_element2] <= 1'b1;
            end
        end
        else dout <= inner_data[ recent1 ? addr_word2 : addr_word1 ];
        if (edit) begin
            if (hit1) begin
                inner_data[addr_word1] <= 
                    u_b_h_w[1] ?         
                        din
                    :
                        u_b_h_w[0] ?     
                            addr[1] ?        
                                {din[15:0], word1[15:0]} 
                            :
                                {word1[31:16], din[15:0]} 
                        :    
                            addr[1] ?
                                addr[0] ?
                                    {din[7:0], word1[23:0]}    
                                :
                                    {word1[31:24], din[7:0], word1[15:0]}  
                            :
                                addr[0] ?
                                    {word1[31:16], din[7:0], word1[7:0]}    
                                :
                                    {word1[31:8], din[7:0]}  
                ;
                inner_dirty[addr_element1] <= 1'b1;
                inner_recent[addr_element1] <= 1'b1;
                inner_recent[addr_element2] <= 1'b0;
            end
            else if (hit2) begin
                inner_data[addr_word2] <= 
                    u_b_h_w[1] ?         
                        din
                    :
                        u_b_h_w[0] ?     
                            addr[1] ?        
                                {din[15:0], word2[15:0]} 
                            :
                                {word2[31:16], din[15:0]} 
                        :    
                            addr[1] ?
                                addr[0] ?
                                    {din[7:0], word2[23:0]}    
                                :
                                    {word2[31:24], din[7:0], word2[15:0]}  
                            :
                                addr[0] ?
                                    {word2[31:16], din[7:0], word2[7:0]}    
                                :
                                    {word2[31:8], din[7:0]}  
                ;
                inner_dirty[addr_element2] <= 1'b1;
                inner_recent[addr_element1] <= 1'b0;
                inner_recent[addr_element2] <= 1'b1;
            end
        end
        if (store) begin
            if (recent1) begin   
                inner_data[addr_word2] <= din;
                inner_valid[addr_element2] <= 1'b1;
                inner_dirty[addr_element2] <= 1'b0;
                inner_tag[addr_element2] <= addr_tag;
            end else begin
                inner_data[addr_word1] <= din;
                inner_valid[addr_element1] <= 1'b1;
                inner_dirty[addr_element1] <= 1'b0;
                inner_tag[addr_element1] <= addr_tag;
            end
        end
        if (invalid) begin
            inner_recent[addr_element1] <= 1'b0;
            inner_recent[addr_element2] <= 1'b0;
            inner_valid[addr_element1] <= 1'b0;
            inner_valid[addr_element2] <= 1'b0;
            inner_dirty[addr_element1] <= 1'b0;
            inner_dirty[addr_element2] <= 1'b0;
        end
    end
endmodule
module cmu (
		input clk,
		input rst,
		input [31:0] addr_rw,
		input en_r,
		input en_w,
        input [2:0] u_b_h_w,
		input [31:0] data_w,
		output [31:0] data_r,
		output stall,
		output reg mem_cs_o = 0,
		output reg mem_we_o = 0,
		output reg [31:0] mem_addr_o = 0,
		input [31:0] mem_data_i,
		output [31:0] mem_data_o,
		input mem_ack_i,
        output [2:0] cmu_state
	);
    localparam 
    ADDR_BITS = 32,
    WORD_BYTES = 4,
    WORD_BYTES_WIDTH = 2,    
    WORD_BITS = (WORD_BYTES * 8),
    ELEMENT_WORDS = 4,
    ELEMENT_WORDS_WIDTH = 2,    
    BLOCK_WIDTH = (ELEMENT_WORDS_WIDTH + WORD_BYTES_WIDTH),    
    ELEMENT_NUM = 64,
    WAYS = 2,
    ELEMENT_INDEX_WIDTH = 6,    
    SET_INDEX_WIDTH = 5,    
    TAG_BITS = (ADDR_BITS - SET_INDEX_WIDTH - BLOCK_WIDTH);   
    reg [ADDR_BITS-1:0] cache_addr = 0;
    reg cache_load = 0;
    reg cache_store = 0;
    reg cache_edit = 0;
    reg [2:0] cache_u_b_h_w = 0;
    reg [WORD_BITS-1:0] cache_din = 0;
    wire cache_hit;
    wire [WORD_BITS-1:0] cache_dout;
    wire cache_valid;
    wire cache_dirty;
    wire [TAG_BITS-1:0] cache_tag;
    cache CACHE (
        .clk(~clk),
        .rst(rst),
        .addr(cache_addr),
        .load(cache_load),
        .store(cache_store),
        .edit(cache_edit),
        .invalid(1'b0),
        .u_b_h_w(cache_u_b_h_w),
        .din(cache_din),
        .hit(cache_hit),
        .dout(cache_dout),
        .valid(cache_valid),
        .dirty(cache_dirty),
        .tag(cache_tag)
    );
    localparam
        S_IDLE = 0,
        S_PRE_BACK = 1,
        S_BACK = 2,
        S_FILL = 3,
        S_WAIT = 4;
    reg [2:0]state = 0;
    reg [2:0]next_state = 0;
    reg [ELEMENT_WORDS_WIDTH-1:0]word_count = 0;
    reg [ELEMENT_WORDS_WIDTH-1:0]next_word_count = 0;
    assign cmu_state = state;
    always @ (posedge clk) begin
        if (rst) begin
            state <= S_IDLE;
            word_count <= 2'b00;
        end
        else begin
            state <= next_state;
            word_count <= next_word_count;
        end
    end
    always @ (*) begin
        if (rst) begin
            next_state = S_IDLE;
            next_word_count = 2'b00;
        end
        else begin
            case (state)
                S_IDLE: begin
                    if (en_r || en_w) begin
                        if (cache_hit)
                            next_state = S_IDLE;
                        else if (cache_valid && cache_dirty)
                            next_state = S_PRE_BACK;
                        else
                            next_state = S_FILL;
                    end
                    next_word_count = 2'b00;
                end
                S_PRE_BACK: begin
                    next_state = S_BACK;
                    next_word_count = 2'b00;
                end
                S_BACK: begin
                    if (mem_ack_i && word_count == {ELEMENT_WORDS_WIDTH{1'b1}})     
                        next_state = S_FILL;
                    else
                        next_state = S_BACK;
                    if (mem_ack_i)
                        next_word_count = word_count + 2'b01;
                    else
                        next_word_count = word_count;
                end
                S_FILL: begin
                    if (mem_ack_i && word_count == {ELEMENT_WORDS_WIDTH{1'b1}})
                        next_state = S_WAIT;
                    else
                        next_state = S_FILL;
                    if (mem_ack_i)
                        next_word_count = word_count + 2'b01;
                    else
                        next_word_count = word_count;
                end
                S_WAIT: begin
                    next_state = S_IDLE;
                    next_word_count = 2'b00;
                end
            endcase
        end
    end
    always @ (*) begin
        case(state)
            S_IDLE, S_WAIT: begin
                cache_addr = addr_rw;
                cache_load = en_r;
                cache_edit = en_w;
                cache_store = 1'b0;
                cache_u_b_h_w = u_b_h_w;
                cache_din = data_w;
            end
            S_BACK, S_PRE_BACK: begin
                cache_addr = {addr_rw[ADDR_BITS-1:BLOCK_WIDTH], next_word_count, {ELEMENT_WORDS_WIDTH{1'b0}}};
                cache_load = 1'b0;
                cache_edit = 1'b0;
                cache_store = 1'b0;
                cache_u_b_h_w = 3'b010;
                cache_din = 32'b0;
            end
            S_FILL: begin
                cache_addr = {addr_rw[ADDR_BITS-1:BLOCK_WIDTH], word_count, {ELEMENT_WORDS_WIDTH{1'b0}}};
                cache_load = 1'b0;
                cache_edit = 1'b0;
                cache_store = mem_ack_i;
                cache_u_b_h_w = 3'b010;
                cache_din = mem_data_i;
            end
        endcase
    end
    assign data_r = cache_dout;
    always @ (*) begin
        case (next_state)
            S_IDLE, S_PRE_BACK, S_WAIT: begin
                mem_cs_o = 1'b0;
                mem_we_o = 1'b0;
                mem_addr_o = 32'b0;
            end
            S_BACK: begin
                mem_cs_o = 1'b1;
                mem_we_o = 1'b1;
                mem_addr_o = {cache_tag, addr_rw[ADDR_BITS-TAG_BITS-1:BLOCK_WIDTH], next_word_count, {ELEMENT_WORDS_WIDTH{1'b0}}};
            end
            S_FILL: begin
                mem_cs_o = 1'b1;
                mem_we_o = 1'b0;
                mem_addr_o = {addr_rw[ADDR_BITS-1:BLOCK_WIDTH], next_word_count, {ELEMENT_WORDS_WIDTH{1'b0}}};
            end
        endcase
    end
    assign mem_data_o = cache_dout;
    assign stall = (next_state != S_IDLE);
endmodule
==> ds_physical_params.txt <==
Table: implementation figures

Parameter                              Value

Status
  Result of the run    finished, violations left
  Violations in the final reports    capacitance limit, slew limit

Power
  Worst voltage drop across the vdd grid    0.00007057 V
  Power density normalized to cell area    86.07 nW/µm²
  Logic pwr share    0.001
  Proportion of power drawn by flip-flops and latches    0.442
  Leakage    198.8 nW
  Int Pwr    0.03201 W
  Part of the total power dissipated in the clock network    0.557
  Net switching power    0.01113 W
  Sw Share    0.2579

Finish
  Utilization after layout    0.5039
  Area growth from synthesis to layout    25.34%
  Number of cells in the finished layout apart from fillers    44,260
  Share of final-layout standard cells stronger than drive strength 1    0.2179
  Fill cell instance count of the final layout    77,890

Clock tree
  Num CTS Buffers    1,136
  Number of setup buffers added after CTS    0
  H-tree depth    7
  Clock tree from TritonCTS    yes
  Maximum number of buffers from clock root to sink    5
  Clock root cell    clkbuf_16
  Clock slew seen by the registers of the worst setup and hold paths    50 ps
  Clock Latency Late Sink    1140 ps
  Number of hold-repair buffers added at the cts stage    0
  Count of instances resized after the clock tree is built    0

Place
  Number of input and output port buffers inserted    203
  Sum of net half-perimeters after detailed placement    901,100 µm
  Placed cells    32,180
  Routability congestion estimate    1.039

Floorplan
  Chip width    1002 µm
  Standard-cell row count    366
  Floorplan die height    1002 µm
  Fraction of the core area occupied by cells at floorplan    0.4020
  Core box area    994,600 µm²
  I/O pins    206
  Area of the die    1,004,000 µm²

Min path
  Hold crit path type    reg -> reg
  Cells on Worst Hold Path    2
  End point of the worst hold path    CACHE.inner_recent[18]
  Startpoint of the worst hold path    CACHE.inner_recent[18]

Synthesis
  Number of storage elements in the synthesis netlist    9,994
  Max-area cell share    0.7329
  Synthesis area per yosys    399,900 µm²
  Combined area of all synthesized cells    399,900 µm²
  Warning count from the yosys run    2
  Number of flops mapped to enable cells by yosys    9,760
  Biggest area contributors in the synthesized netlist    edfxtp_1, mux4_2, mux2i_1
  Library cell occupying the most area in the post-synthesis netlist    edfxtp_1
  Synth Instances    18,710
  # Cells Yosys    18,710
  Post-synth ARST share    0
  Main flop type after synthesis    edfxtp_1
  Average cell area after synthesis    21.37 µm²
  Synth cell types    101

Routing
  DRC marker count from the first detailed-route iteration    18,390
  Post-route ant nets    0
  Number of detailed-route iterations in the first pass    8
  # DRC    0
  Detail-routed via count per cell    5.540
  Routed Wire Length    1,472,000 µm
  Detail-routed net length per standard cell    33.25 µm
  Via count    245,200

STA
  Total negative slack for setup checks    0 ps
  Transition time at the pin with the least slew margin    1749 ps
  Count of unclocked register or latch pins    107
  Endpoints left unconstrained    1,612
  Final tally of setup violations    0
  Slew Viols, Final    2
  Slew headroom    -0.1663
  Final hold vios    0
  Setup repair after global routing missed its margin    no
  Final setup skew    257.4 ps

Setup path
  Highest net fanout along the worst path    2
  Reg-to-Reg End    CACHE.inner_data[136][29]
  Critical-path cell with the highest stage delay    clkdlybuf4s50_1
  Critical Path RT    18,960 ps
  Kind of launch point of the worst setup path    flip-flop
  Worst reg2reg setup slack    13,270 ps
  Reg-to-reg critical path startpoint    CACHE.inner_tag[3][18]
  Data arrival time of the worst path    13,850 ps
  Kind of capture point of the worst setup path    output port
  Worst R2R Path Depth    22
  Crit path largest cell delay    490 ps
  Critical path class    reg -> out
  Kind of cell adding the most delay to the critical path    buffers and inverters
  Buffers & Inverters on Critical Path    1
  Ordered list of cells on the worst path    clkdlybuf4s50_1

GRT
  All-layer global routing usage    0.3239
  Met2 global-route usage    0.4195
  Pin count of the biggest net entering global routing    109
  Met3 global-route usage    0.3309
  Grt met1 use    0.2840
  First-pass GRT wire length    1,997,000 µm
  Vias in the first global route    276,500
  Overflow left after global routing    0
  Most used routing layer in global routing    met2
  Antenna violations before repair    148

Run
  Reported max-cap violation count    1
  OpenROAD warnings    1,039
-- cell usage after synthesis, drive strengths merged (26+ instances only) --
| master | n |
|---|---|
| edfxtp | 9760 |
| mux4 | 3122 |
| nor2 | 1013 |
| mux2i | 752 |
| clkbuf | 657 |
| nand2 | 589 |
| buf | 574 |
| a21oi | 498 |
| o22ai | 223 |
| a22oi | 178 |
| o21ai | 146 |
| dfxtp | 127 |
| dlxtn | 107 |
| a31oi | 87 |
| nand3 | 75 |
| a22o | 67 |
| o31ai | 58 |
| or3 | 57 |
| mux2 | 49 |
| a221oi | 48 |
| nor3 | 44 |
| o211ai | 37 |
| a211oi | 33 |
| and3 | 32 |
| nand4 | 30 |
| xnor2 | 28 |
| inv | 26 |
-- per-layer routing --
layer / vias up / share of wire
li1: 102100 / -
met1: 119300 / 0.26
met2: 19860 / 0.44
met3: 3757 / 0.22
met4: 237 / 0.073
met5: - / 0.0089
-- per-stage QoR --
step	setup slack, ps	cell area [µm²]	power, W	hold WS, ps
final	5110	501200	0.04314	436.6
after global routing	5031	501000	0.04569	461.6
after CTS	5060	500600	0.04374	439.1
after detailed placement	6266	425800	0.02177	433.3
after global placement	6262	425800	0.02177	430.8
after floorplan	6656	399900	0.02175	416.1
-- layout by cell type, fill, tap and decap left out, drive strengths merged, types with 37 or more instances in the layout --
cell	netlist	final
a221oi	48	48
mux4	3122	3122
nor2	1013	1013
a22o	67	67
dfxtp	127	127
nand2	589	589
mux2	49	49
o211ai	37	37
clkinv	3	42
nor3	44	44
o21ai	146	146
or3	57	57
o22ai	223	223
buf	574	1246
a31oi	87	87
inv	26	10250
edfxtp	9760	9760
nand3	75	75
a21oi	498	498
clkinvlp	0	262
clkdlybuf4s50	0	203
dlxtn	107	107
clkbuf	657	1170
diode	0	230
bufinv	0	159
o31ai	58	58
a22oi	178	178
mux2i	752	752
-- registers in the layout (all words and copies together) (netlist names), 2 cells and up --
register	cells
CACHE.inner_data	8192
CACHE.inner_tag	1472
CACHE.inner_dirty	64
CACHE.inner_valid	64
CACHE.dout	32
CACHE.inner_recent	32
cache_addr	32
cache_din	32
mem_addr_o	30
CACHE.tag	23
cache_u_b_h_w	3
next_state	3
state	3
next_word_count	2
word_count	2
-- layout make-up --
cell class	instances	area (µm²)	area share
clock buffers	1170	29280	0.05842
inverters	28	132.6	0.0002646
flip-flops and latches	9994	297300	0.5932
diodes	230	575.6	0.001148
repair buffers	1449	11550	0.02305
multi-input cells	7459	100300	0.2001
clock inverters	10680	45500	0.09079
well taps	13250	16580	0.03307
-- tightest hold or removal path: stages (launching register included) --
cell and delay, ps:
dfxtp_1 310, nand2_1 50, o31ai_1 50
-- power groups by stage --
stage	Clock, W	Combinational, W	Sequential [W]
after global routing	0.0266	0.0000305	0.0190
after CTS	0.0246	0.0000287	0.0191
final	0.0240	0.0000287	0.0191
-- how the worst max path moves through the flow --
stage	startpoint	end	depth (start not counted)
6_report	CACHE.dout[3]	data_r[3]	1
4_1_cts	CACHE.dout[3]	mem_data_o[3]	1
5_1_grt	CACHE.dout[2]	data_r[2]	1
-- logic make-up (layout without fill, tap and decap cells) --
kind of cell             Yosys count  after routing  synth area share
AND/OR/NAND/NOR                 1949           1949           0.02043
multiplexers                    3923           3923            0.1960
other                              1            232       0.000009378
adder cells (fa/ha/maj)            9              9         0.0002754
buffers and inverters           1260          13330           0.01421
latches                          107            107          0.004026
flip-flops                      9887           9887            0.7393
AND-OR/OR-AND                   1530           1530           0.02471
XOR/XNOR                          46             46          0.001008
Power and IR drop assume default switching activity.
